### /design/flow/design.v
module Adder #(parameter WIDTH=32) (
    input [WIDTH-1:0] data_in1,
    input [WIDTH-1:0] data_in2,
    output [WIDTH-1:0] data_out
);
    assign data_out = data_in1+data_in2;
endmodule
### /design/flow/run.sh
#!/bin/bash
# OpenROAD 26Q1-2900-gdf79404cd8, Yosys 0.63+post, stock flow scripts
make -C /OpenROAD-flow-scripts/flow DESIGN_CONFIG=/design/flow/config.mk WORK_HOME=/design/flow/orfs finish
### /design/flow/config.mk
export PLATFORM = sky130hd
export DESIGN_NAME = Adder
export DESIGN_NICKNAME = Adder
export VERILOG_FILES = /design/flow/design.v
export SDC_FILE = /design/flow/constraint.sdc
export NUM_CORES = 4
export LEC_CHECK = 1
export CORE_AREA = 10 10 85 85
export DIE_AREA = 0 0 95 95
### /design/flow/constraint.sdc
current_design Adder

set clk_period 14.5
set clk_io_pct 0.2

create_clock -name clk0 -period $clk_period

set non_clock_inputs [all_inputs -no_clocks]
set_input_delay [expr $clk_period * $clk_io_pct] -clock clk0 $non_clock_inputs
set_output_delay [expr $clk_period * $clk_io_pct] -clock clk0 [all_outputs]
==> metrics.yaml <==
timing_max_transition_violations_final: 0
critical_path_start_type: "input pin"
max_freq_ghz: 0.1146
grt_pass1_vias: 2030
track_usage_pct: 12.32
fin_cells: 398
floorplan.rows: 27
globalRoute.totalOverflow: 0
openroad.warnings: 32
synthCells: 241
ys_cells: 241
holdCritPathClass: "input pin to primary output"
hold_buffer_count_at_cts: 0
post_cts_resize_count: 0
final.period_utilization_pct: 60.17
yosysWarningCount: 0
floorplan.die.height_um: 95
layout_top_cell_excl_fill_tap: "sky130_fd_sc_hd__clkdlybuf4s50_1"
tns_ns: 0
timing.critical_path.required_ns: 11.60
final_hold_viol_count: 0
syn-mean-instance-area_um2: 7.237
place.detailed.instances: 398
detailedRoute.firstIterationViolations: 35
stdcell_area_um2: 2751
rsz_0062_raised_after_global_routing: "no"
antenna-diode-count: 0
seq_cells: 0
final_antenna_net_count: 0
ioPinCount: 96
dr_total_vias: 2051
grt_antenna_before_repair: 0
chipArea_um2: 9025
detailed_route_vias_per_instance: 5.153
outcome: "finished clean"
period_minus_slack_ns: 8.725
timing.critical_path.arrival_ns: 5.82
nClkBuffers: 0
post_synth_num_cell_types: 50
drt-pass1-iter-count: 4
setup_violations: 0
p_per_area_nw_per_um2: 48.20
irDropWorstVdd_mv: 0.01920
critical_path_class: "input pin to primary output"
layout_top_cells: "96 x sky130_fd_sc_hd__clkdlybuf4s50_1, 31 x sky130_fd_sc_hd__ha_1, 29 x sky130_fd_sc_hd__a21oi_1, 19 x sky130_fd_sc_hd__a21o_1, 18 x sky130_fd_sc_hd__nand2_1"
synthesis.area_um2: 1744
placedInstanceArea_um2: 2751
cts_setup_buffers: 0
fin_util_pct: 50.27
max_slew.worst_pin.slew_ns: 0.5395
drive_above_1_share_pct: 3.067
worstSetupEndpointType: "primary output"
flop_area_um2: 0
sequential_area_share_after_synthesis_pct: 0
power.leakage_nw: 1.176
totalWireLength_mm: 5.766
initial_utilization_pct: 31.87
placeableCoreArea_um2: 5473
io_buffer_count: 96
largest_net_degree_at_the_start_of_global_routing: 11
gp_congestion: 0.9245
synthToLayoutAreaGrowth_pct: 57.75
dieWidth_um: 95
maxCapViolCount: 0
grt_pass1_wl_mm: 9.466
fin_worst_hold_slack_ns: 6.828
timing.max_slew.rel_slack_pct: 63.10
yosysChipArea_um2: 1744
critical_path_peak_fanout: 4
detailed_place_hpwl_mm: 5.111
post-route-drc-count: 0
wl_per_cell_um: 14.49
## through the flow
stage               setup slack, ns  total power, W
floorplan                     6.875      0.00006406
global placement              5.792       0.0001345
detailed placement            5.770       0.0001342
CTS                           5.759       0.0001351
global route                  5.532       0.0001481
finish                        5.775       0.0001326
## routing by layer
layer  routed length [um]  up-vias  track usage, %
met3                  452        0           2.644
met2                 2566       53           21.00
met4                    0        0               0
met5                    0        -               0
met1                 2747      900           16.58
li1                     -     1098               -
## worst max-delay path, stage by stage
cell	delay, ns
sky130_fd_sc_hd__clkdlybuf4s50_1	0.40
sky130_fd_sc_hd__ha_1	0.24
sky130_fd_sc_hd__fa_1	0.40
sky130_fd_sc_hd__a21o_1	0.22
sky130_fd_sc_hd__a31o_2	0.28
sky130_fd_sc_hd__nand3_1	0.09
sky130_fd_sc_hd__o221ai_1	0.23
sky130_fd_sc_hd__a311oi_1	0.33
sky130_fd_sc_hd__o21bai_1	0.10
sky130_fd_sc_hd__xor2_1	0.13
sky130_fd_sc_hd__clkdlybuf4s50_1	0.50
## path summary, 6_finish.rpt
check                       start            to  slack [ns]  cells after the start
worst min-delay path  data_in2[0]   data_out[0]        6.83                      3
worst max-delay path  data_in1[0]  data_out[26]        5.78                     11
## layout make-up
| class | instances | area, um^2 |
|---|---|---|
| fill | 565 | 2721 |
| multi-input combinational | 224 | 1678 |
| timing repair buffer | 96 | 960.9 |
| tap | 72 | 90.09 |
| inverter | 6 | 22.52 |
## Yosys cell counts, drive strengths merged, types with 3 or more instances
cell	number	area share (%)
nand3	10	2.9
ha	31	22
o21bai	5	2.8
nand2	18	3.9
nor2	12	2.6
xor2	15	7.5
a211oi	3	1.3
buf	3	0.79
nand4	8	2.9
o21ai	15	4.5
a21oi	29	8.3
a21o	19	8.2
a311oi	3	2.5
a31oi	3	1.1
inv	6	1.3
xnor2	13	6.5
o211ai	3	1.3
nor3	4	1.1
or2	3	1.1
clkbuf	8	1.7
## logic make-up (layout without fill, tap and decap cells)
family	after synthesis	count (layout)	share of synthesized area, %
AOI/OAI and AO/OA	97	97	39.31
adders and majority gates	32	32	23.39
and+or+nand+nor	65	65	18.29
xor gates and xnor gates	28	28	14.06
muxes	2	2	1.148
buffers and inverters	17	102	3.802
## report_power, final
| part | leakage [nW] | total, W | internal, W | switching [W] |
|---|---|---|---|---|
| clock network | 0 | 0 | 0 | 0 |
| logic | 1.18 | 0.000133 | 0.0000802 | 0.0000524 |
| registers | 0 | 0 | 0 | 0 |
No activity file was given, so power comes from the tool's default toggle rates.

==> design/flow/config.mk <==
export PLATFORM = sky130hd
export DESIGN_NAME = RegFile
export DESIGN_NICKNAME = RegFile
export VERILOG_FILES = /design/flow/design.v
export SDC_FILE = /design/flow/constraint.sdc
export NUM_CORES = 4
export LEC_CHECK = 1
export CORE_UTILIZATION = 30
==> design/flow/constraint.sdc <==
current_design RegFile

set clk_period 9.9
set clk_io_pct 0.2

create_clock -name clk0 -period $clk_period [get_ports {clk}]

set non_clock_inputs [all_inputs -no_clocks]
set_input_delay [expr $clk_period * $clk_io_pct] -clock clk0 $non_clock_inputs
set_output_delay [expr $clk_period * $clk_io_pct] -clock clk0 [all_outputs]
==> design/flow/design.v <==
module RegFile (
    input clk,
    input write_enable,
    input [4:0] read_addr1, read_addr2, write_addr,
    input [31:0] write_data,
    output [31:0] read_data1, read_data2
);
    reg [31:0] register_file [0:31];
    integer i;
    initial
    begin
        for(i=1; i<=32; i+=1) begin
            register_file[i-1] = i-1;
        end    
    end
    always @(posedge clk) 
    begin
        if(write_enable)
        begin
            register_file[write_addr] <= write_data;
        end
    end
    assign read_data1 = (read_addr1!=0) ? register_file[read_addr1] : 0;
    assign read_data2 = (read_addr2!=0) ? register_file[read_addr2] : 0;
endmodule
==> design/flow/run.sh <==
#!/bin/bash
# OpenROAD 26Q1-2900-gdf79404cd8, Yosys 0.63+post, stock flow scripts
make -C /OpenROAD-flow-scripts/flow DESIGN_CONFIG=/design/flow/config.mk WORK_HOME=/design/flow/orfs finish
==> run_results.csv <==
group,metric,value,unit
timing,hold_ws,2.11,ns
run,cap_violations,0,
setup_path,cp_common_cell,"buf_4",
clock_network,ctsHoldBuffers,0,
setup_path,endpoint_kind,"output port",
cells_and_area,max_flop_register,"register_file",
placed_design,place_congestion,0.896,
floorplanning,fp.dieW,398,microns
cells_and_area,fillers,14100,
floorplanning,pin_count,113,
detailed_routing,drtIter0Drc,1658,
placed_design,dp.cells,4504,
floorplanning,row_count,144,
clock_network,cts_buffers,103,
timing,tns,0,ns
global_routing,antenna_found_initial,11,
logic_synthesis,ys_seq_share,65.5,%
timing,fin_crit,8.33,ns
global_routing,gr-total-overflow,0,
hold_path,holdCritPathClass,"in -> reg",
status,outcome,"complete, no violations",
global_routing,grt_max_degree,87,
clock_network,path_clk_slew,0.06,ns
cells_and_area,drive_gt1_share,29.3,%
global_routing,grt_pass1_wl,208000,microns
logic_synthesis,flop_cell,"edfxtp_1",
logic_synthesis,area_leaders,"edfxtp_1 65%, mux4_2 20%, mux2i_1 3.9%, a22o_1 1.2%, clkbuf_1 0.83%",
cells_and_area,fin_cells,4689,
pwr,power,9.37,mW
logic_synthesis,synth_area,47000,sq um
setup_path,critPathRequiredTime,7.92,ns
clock_network,postCtsSetupBuffers,0,
logic_synthesis,ys_types,40,
cells_and_area,layout_top_cells,"1024 x edfxtp_1, 425 x mux4_2, 183 x mux2i_1, 146 x buf_4",
placed_design,dp_hpwl,87800,microns
floorplanning,die-area,158000,sq um
setup_path,crit_path_end,"read_data2[7]",
setup_path,worstSetupPathType,"in -> out",
clock_network,htree_levels,3,
floorplanning,core_util_floorplan,30.3,%
cells_and_area,reg_top3,"register_file (1024)",
setup_path,cp.arrival,6.35,ns
timing,max_slew_margin,13.6,%
detailed_routing,wl_per_cell,31.2,microns
timing,slew_violations,0,
detailed_routing,ant_nets,0,
global_routing,grt.total_usage,19.8,%
global_routing,grt_pass1_vias,29500,
floorplanning,core,155000,sq um
run,warnings,26,
logic_synthesis,top_cell_area_share,65.5,%
detailed_routing,vias_per_cell,5.61,
timing,fmax,120,MHz
placed_design,dp_slack,1.70,ns
logic_synthesis,async_reset_ff_share,0,%
timing,min_period_over_period,84.1,%
cells_and_area,final_common_cell,"edfxtp_1",
clock_network,cts_tree,"yes",
logic_synthesis,ys_ff,1024,
pwr,peakVddDrop,151,uV
setup_path,crit_fanout,32,
timing,hold_viol_final,0,
clock_network,cts_resized,0,
pwr,p_leak,17.1,nW
clock_network,clockBufferDepth,3,
cells_and_area,area_growth,15.6,%
timing,layout_setup_ws,1.57,ns
placed_design,io_buffers,112,
detailed_routing,num_vias,26300,
floorplanning,die.size.y,398,microns
logic_synthesis,ys_cells,2400,
setup_path,cp_cell_sequence,"buf_4 -> buf_4 -> or3_2 -> buf_4 -> nor3_4 -> buf_4 -> nor3_1 -> buf_4 -> clkdlybuf4s50_1",
logic_synthesis,synth_warnings,1,
setup_path,startpoint_type,"primary input",
logic_synthesis,syn_inst,2400,
timing,tightest_slew,1.29,ns
cells_and_area,largest_reg_flops,1024,
detailed_routing,first_pass_iters,7,
logic_synthesis,edf_count,1024,
timing,finalSetupViolCount,0,
pwr,powerDensity,173,nW/um^2
logic_synthesis,avgSynthCellArea,19.6,sq um
timing,rsz0062_at_grt,"no",
clock_network,cts.sinks,1024,
logic_synthesis,ys_chip_area,47000,sq um
setup_path,cp_slowest_cell,"nor3_1",
detailed_routing,wirelength,146000,microns
setup_path,critical_path.max_stage_delay,1.10,ns
setup_path,startpoint,"read_addr2[1]",
detailed_routing,drc,0,
logic_synthesis,yosysTopAreaCell,"edfxtp_1",
clock_network,root_buffer,"clkbuf_16",
-- critical path: cells and delay by family --
kind / cells / cell delay, ns
buffers and inverters: 6 / 2.46
and+or+nand+nor: 3 / 1.83
-- how the worst min path moves through the flow --
stage	startpoint	slack [ns]	depth (start not counted)	endpoint
CTS	write_data[2]	2.08	2	register_file[1][2]
global route	write_data[2]	2.13	2	register_file[1][2]
finish	write_data[2]	2.11	2	register_file[1][2]
-- power breakdown --
part           switching (mW)  internal [mW]  total, mW
combinational           0.506          0.378      0.885
sequential             0.0203           4.82       4.84
clock                    1.61           2.03       3.64
total                    2.13           7.23       9.37
-- through the flow --
stage               cell area [sq um]  utilization [%]
floorplan                       47000                -
global placement                51200             33.1
detailed placement              51200             33.1
CTS                             54300             35.1
global route                    54300             35.1
finish                          54300             35.1
-- logic make-up after synthesis --
logic type      after synthesis  share of synthesized area, %
compound gates              331                          5.41
buf+inv                     226                          2.31
flops                      1024                          65.5
mux                         632                          24.9
simple gates                187                          1.94
-- per-layer routing --
metal	track usage, %	vias to the layer above	share of wire (%)
li1	-	10700	-
met1	21.2	13400	31
met2	28.9	1884	46
met3	17.7	270	20
met4	4.59	28	2.9
met5	2.30	-	0.41
-- cells in the mapped netlist, types with 25 or more instances --
cell / number
nor3_1: 32
a21oi_1: 46
edfxtp_1: 1024
o22ai_1: 55
o221ai_1: 31
clkbuf_1: 104
a22o_1: 62
mux4_2: 425
a211oi_1: 47
mux2i_1: 183
nor2_1: 35
buf_2: 58
inv_1: 25
nand2_1: 65
a2111oi_0: 31
-- area by class of cell --
cell class,count,area (sq um),area share (%)
sequential,1024,30700,56.6
multi-input combinational,1150,15500,28.5
clock buffer,126,2710,4.99
tap,2044,2560,4.71
timing repair buffer,261,2300,4.24
clock inverter,56,385,0.710
inverter,25,98.8,0.182
antenna,3,7.51,0.0138
Power figures rest on the tool's default switching activity, not on a simulated workload.

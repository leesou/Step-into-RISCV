### flow/run.sh
#!/bin/bash
# OpenROAD 26Q1-2900-gdf79404cd8, Yosys 0.63+post, stock flow scripts
make -C /OpenROAD-flow-scripts/flow DESIGN_CONFIG=/design/flow/config.mk WORK_HOME=/design/flow/orfs finish
### flow/config.mk
export PLATFORM = sky130hd
export DESIGN_NAME = PipeDff
export DESIGN_NICKNAME = PipeDff
export VERILOG_FILES = /design/flow/design.v
export SDC_FILE = /design/flow/constraint.sdc
export NUM_CORES = 4
export LEC_CHECK = 1
export CORE_AREA = 10 10 103 103
export DIE_AREA = 0 0 113 113
### flow/constraint.sdc
current_design PipeDff

set clk_period 1.4
set clk_io_pct 0.2

create_clock -name clk0 -period $clk_period [get_ports {clk}]

set non_clock_inputs [all_inputs -no_clocks]
set_input_delay [expr $clk_period * $clk_io_pct] -clock clk0 $non_clock_inputs
set_output_delay [expr $clk_period * $clk_io_pct] -clock clk0 [all_outputs]
### flow/design.v
module PipeDff #( parameter WIDTH = 32) (
    input clk, bubble, stall,
    input [WIDTH-1:0] default_val, data_in,
    output [WIDTH-1:0] data_out
);
    reg [WIDTH-1:0] data_reg;
    wire [WIDTH-1:0] data_out_wire;
    always @(posedge clk) 
    begin   
        if(stall)
        begin
            data_reg <= data_out_wire;
        end
        else if(bubble)
        begin
            data_reg <= default_val;
        end 
        else
        begin
            data_reg <= data_in;
        end
    end
    assign data_out_wire = data_reg;
    assign data_out = data_out_wire;
endmodule
==> metrics.cfg <==
[global_routing]
grt_max_degree=33
globalRoute.totalOverflow=0
antenna_found_initial=0
first_global_vias=1124
grt_pass1_wl_um=5913
grt.total_usage=0.05863

[min_path]
hold_end=data_reg[31]
min_from=bubble
min_delay_path_depth=2
hold_path_class=in -> reg

[power]
power_mw=2.288
switching_power_mw=0.4184
pwr-share-clk=0.266
power_leakage_nw=1.146
switching_share=0.1828
combPwrFrac=0.220
internal-power_mw=1.870
p_per_area_nw_per_um2=849.5
p_seq_frac=0.514
peakVddDrop_uv=281.3

[yosys]
top_cell_area_share=0.6368
ys_types=6
synth.area.mux_share=0.3134
synth.cellmix.adderShare=0
ys_sh_simple=0
xor_share=0
synthTopLogicFamily=multiplexers
ys_ff=32
ys_area_um2=1509
largest_area_cell=edfxtp_1
ys_warn_count=1
ys_seq_share=0.6368
synth.avg_cell_area_um2=21.87
netlist_area_um2=1509
ys_cells=69
syn_inst=69
ys_top_cells_by_area=edfxtp_1 64%, mux2_4 30%, buf_12 4.0%, mux2_2 1.5%, buf_6 0.75%
synthAoiAreaFrac=0

[critical_path]
slowest_delay_ns=0.49
cp.required_ns=1.12
start_kind=flip-flop
crit_family=buffers and inverters
crit_fanout=1
worstPathCellList=clkdlybuf4s50_1
cpMaxStageDelayCell=clkdlybuf4s50_1
critPathArrivalTime_ns=1.08
end_kind=output port
cp.buffers_inverters=1
critPathKind=reg -> out

[final_layout]
stdcell_area_um2=2694
syn2layout_area_growth_pct=78.52
fillers=831
lay_top_count=clkdlybuf4s50_1
drive_above_1_share=0.2398
largest_reg_flops=32
comb_area_um2=473.0
flop_area_um2=960.9
lay_top_cells=81 x clkdlybuf4s50_1, 32 x edfxtp_1, 30 x mux2_4, 14 x dlymetal6s2s_1, 5 x clkbuf_8
final_util=0.3246

[sta]
fin_crit_sh=0.9710
worst_pin_slew_ns=0.1853
maxSlewViolCount=0
rsz0062_at_grt=false
finalSetupViolCount=0
fmax_mhz=735.6
finalHoldViolations=0
tns_ns=0
period_minus_slack_ns=1.359
setup_ws_ns=0.04055
relSlewSlack=0.8764

[clock_network]
cts_sinks=32
root_buffer=clkbuf_8
cts_tree=done
ctsHoldBuffers=0
cts_setup_buffers=0
cts_buffer_depth=2
clk_pin_slew_ns=0.06
cts_buffers=5
h-tree-depth=2

[job]
drv_cap=0
warning_count=25

[routing]
ant_nets=0
drt_iter0_markers=25
drtPass1Iterations=3
drc=0
viasPerCell=3.598
wirelength_um=4078
avgRoutedWirePerCell_um=14.78
diodes=0
num_vias=993

[floorplan]
die_h_um=113
core_area_um2=8299
fp_util=0.1818
ios=99
chipArea_um2=12770
rows=33
die_x_um=113

[place]
portBuffers=98
dp_hpwl_um=3402
pre_cts_slack_ns=0.09533
place.gp.congestion=0.7107
placed_cell_area_um2=2592

[status]
status=finished clean

-- area by class of cell --
class,count,share of cell area
Clock buffer,5,0.02555
Inverter,1,0.001393
Multi-Input combinational cell,32,0.1756
Sequential cell,32,0.3567
Tap cell,105,0.04877
Timing Repair Buffer,101,0.3920
-- per-stage QoR --
stage,hold WS [ns],std cells
floorplan,0.4975,69
global placement,0.6899,271
detailed placement,0.6832,271
CTS,0.3969,276
global route,0.3984,276
finish,0.4041,276
-- worst max-delay path by stage --
| stage | from | endpoint | slack [ns] | cells after the start |
|---|---|---|---|---|
| CTS | data_reg[19] | data_out[19] | 0.01 | 1 |
| global route | data_reg[5] | data_out[5] | 0.0003 | 1 |
| finish | data_reg[11] | data_out[11] | 0.04 | 1 |
-- routing by layer --
| metal | share of wire | GRT usage | routed length [um] | vias to the layer above |
|---|---|---|---|---|
| li1 | - | - | - | 470 |
| met1 | 0.36 | 0.06127 | 1487 | 455 |
| met2 | 0.46 | 0.09293 | 1869 | 64 |
| met3 | 0.17 | 0.04754 | 685 | 4 |
| met4 | 0.0088 | 0.006768 | 36 | 0 |
| met5 | 0 | 0 | 0 | - |
-- kinds of logic after synthesis --
family	Yosys count
mux	32
flops	32
buf+inv	5
-- Yosys cell counts --
master / instances
buf_12: 3
buf_6: 1
edfxtp_1: 32
inv_1: 1
mux2_2: 2
mux2_4: 30
-- power by group through the flow --
stage                 clock (mW)  sequential [mW]  combinational [mW]
final                      0.608             1.18               0.504
after global routing       0.685             1.19               0.542
after CTS                  0.650             1.18               0.530
-- timing repair --
action | in CTS | in global routing
cloned | 0 | 0
endpoints found under the hold margin | 0 | 0
setup endpoints to repair | 2 | 14
gates resized | 2 | 14
Power and IR drop assume default switching activity.
